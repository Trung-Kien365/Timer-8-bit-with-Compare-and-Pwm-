<file path="run.sh">
#!/bin/bash
# OpenROAD 26Q1-2900-gdf79404cd8, Yosys 0.63+post, stock flow scripts
make -C /OpenROAD-flow-scripts/flow DESIGN_CONFIG=/design/flow/config.mk WORK_HOME=/design/flow/orfs finish
</file>
<file path="config.mk">
export PLATFORM = sky130hd
export DESIGN_NAME = timer
export DESIGN_NICKNAME = timer
export VERILOG_FILES = /design/flow/design.v
export SDC_FILE = /design/flow/constraint.sdc
export NUM_CORES = 4
export LEC_CHECK = 1
export CORE_UTILIZATION = 50
</file>
<file path="constraint.sdc">
current_design timer

set clk_period 2.8
set clk_io_pct 0.2

create_clock -name clk0 -period $clk_period [get_ports {i_clk}]

set non_clock_inputs [all_inputs -no_clocks]
set_input_delay [expr $clk_period * $clk_io_pct] -clock clk0 $non_clock_inputs
set_output_delay [expr $clk_period * $clk_io_pct] -clock clk0 [all_outputs]
</file>
<file path="design.v">
module timer(
	input	  wire	rst_n, 
	input   wire   i_clk,
   input   wire   i_timer_event, 
   input   wire 	[3:0] i_clk_control, 
   input   wire   [7:0] i_data_in, 
	input   wire   [1:0] i_mode_timer, 
	output  wire   overflow, 
	output  wire   [7:0] r_timer_count, 
	output  wire   o_pwm, 
	output  wire   o_compare_interrupt 
);
counter counter_dut (.rst_n(rst_n),
				 .i_clk(i_clk),
				 .i_timer_event(i_timer_event),
				 .i_clk_control(i_clk_control),
				 .data_in(i_data_in),
				 .i_mode_timer(i_mode_timer),
				 .overflow(overflow),
				 .r_timer_count(r_timer_count),
				 .o_pwm(o_pwm),
				 .o_compare_interrupt(o_compare_interrupt)
);
endmodule 
module counter(
  input   wire   rst_n,
  output  wire   overflow,
  output  reg    [7:0] r_timer_count,
  output  wire   o_compare_interrupt,
  input   wire   [7:0] data_in,
  output  wire   o_pwm,
  input   wire   [1:0] i_mode_timer,
  output  wire   none,
  output  wire   cnt,
  output  wire   pwm,
  output  wire   normal,
  input   wire  i_clk,
  input   wire i_timer_event,
  input   wire [3:0] i_clk_control,
  output  wire   o_mux 
);
ctrl_mode dut (.rst_n(rst_n),
						.i_mode_timer(i_mode_timer),
						.none(none),
						.cnt(cnt),
						.pwm(pwm),
						.normal(normal)
);
prescaler u_dut (.i_clk(i_clk),
					  .rst_n(rst_n),
					  .i_timer_event(i_timer_event),
					  .i_clk_control(i_clk_control),
					  .o_mux(o_mux)
);
  reg  [7:0]  data_past;
  reg  [7:0]  r_present_value ;
  wire clk;
  reg  [7:0]  count;
  assign clk = o_mux && (~none);
always @(posedge clk or negedge rst_n) begin 
  if(rst_n == 0) 
    count <= 0;
  else begin if(count == 256)
	   count <= 0;
	 else begin if(r_present_value == 0)
	     count <= count;
		else begin if(normal == 1 && data_in != data_past)
				count <= data_in;
			else 
				count <= count + 1;
		  end
		end
  end  
end 
  assign overflow = (count == 255) ? 1 : 0;
always @(posedge clk or negedge rst_n) begin 
	if(!rst_n)
		data_past <= 0;
	else begin if (data_in != data_past)
			data_past <= data_in;
		end 
end 
always @(posedge clk or negedge rst_n) begin 
  if(rst_n == 0) 
    r_present_value <= 0;
  else 
    r_present_value <= data_in;
end 
always @(*) begin 
  if(rst_n == 0) 
    r_timer_count = 0;
  else 
    r_timer_count = count;
end 
  assign o_compare_interrupt = (cnt == 0) ? 0 : 
										 (r_timer_count == r_present_value) ? ((r_present_value == 0) ? 0 : 1): 0;
  assign o_pwm = (pwm == 0) ? 0 : 
					  (r_present_value >= count) ? 1 : 0;
endmodule 
 module ctrl_mode(
  input wire rst_n, 
  input wire [1:0] i_mode_timer,
  output reg none,
  output reg cnt,
  output reg pwm,
  output reg normal
 );
 always @(*) begin
   if(rst_n == 0) begin
     none = 0;
	  cnt = 0;
	  pwm = 0;
	  normal = 0;
	  end 
   else begin 
	  case(i_mode_timer)	
		 2'b00: begin 
					none = 1;
					cnt = 0;
					pwm = 0;
					normal = 0;
					end 
		 2'b01: begin 
		         none = 0;
					cnt = 1;
					pwm = 0;
					normal = 0;
					end 
	  	 2'b10: begin 
					none = 0;
					cnt = 0;
				   pwm = 1;
					normal = 0;
					end 
		 2'b11: begin 
				   none = 0;
				   cnt = 0;
					pwm = 0;
					normal = 1;
					end 
	  endcase
 	  end
  end 
 endmodule 
 module prescaler(
  input   wire  i_clk,
  input   wire  rst_n,
  input wire i_timer_event,
  output wire event_timer,
  input   wire [3:0] i_clk_control,
  output  reg   o_mux 
 );
 edge_detector edge_dut (.rst_n(rst_n),
								 .i_timer_event(i_timer_event),
								 .event_timer(event_timer)
								 );
  reg [2:0] count = 0;
  reg [2:0] count1 = 0;
  reg [2:0] count3 = 0;
  reg [2:0] count4 = 0;
  reg [2:0] count5 = 0;
  reg [2:0] count6 = 0;
  reg [2:0] count7 = 0;
  reg [2:0] count8 = 0;
  reg   Ndiv2;
  wire  Ndiv3;
  reg   Ndiv4;
  wire  Ndiv5;
  wire  Ndiv6;
  wire  Ndiv7;
  reg   Ndiv8;
  wire  Q1;
  wire  Q2;
  wire  Q3;
  wire  Q4;
  wire  Q5;
  wire  Q6;
  wire  Q7;
  wire  Q8;
always @(posedge i_clk or negedge rst_n) begin
  if(rst_n == 0) begin
	 Ndiv2 <= 0;
	 end
  else 
		 Ndiv2 <= ~Ndiv2;
end 
always @(posedge i_clk or negedge rst_n) begin
  if(rst_n == 0) begin
    count <= 0;
	 end
  else begin
    if(count == 2) begin 
	   count <= 0;
		end
	 else 
	   count <= count + 1;
  end	 
end 
  assign Q1 = (count == 2) ? 1 : 0;
always @(negedge i_clk or negedge rst_n) begin
  if(rst_n == 0) begin
    count1 <= 0;
	 end
  else begin
    if(count1 == 2) begin 
	   count1 <= 0;
		end
	 else 
	   count1 <= count1 + 1;
  end	 
end 
  assign Q2 = (count1 == 2) ? 1 : 0;
  assign Ndiv3 = Q1 || Q2;
always @(posedge Ndiv2 or negedge rst_n) begin
  if(rst_n == 0) begin
	 Ndiv4 <= 0;
	 end
  else 
	 Ndiv4 <= ~Ndiv4;
end 
always @(posedge i_clk or negedge rst_n) begin
  if(rst_n == 0) 
    count3 <= 0;
  else begin  
    if(count3 == 4) 
	   count3 <= 0;
	 else begin
	   count3 <=  count3 + 1;
		end
	 end 
end 
  assign Q3 = (count3 < 3 && count3 > 0) ? 1 : 0;
always @(negedge i_clk or negedge rst_n) begin
  if(rst_n == 0) 
    count4 <= 0;
  else begin  
    if(count4 == 4) 
	   count4 <= 0;
	 else begin
	   count4 <=  count4 + 1;
		end
	 end 
end 
  assign Q4 = (count4 < 3 && count4 > 0) ? 1 : 0;
  assign Ndiv5 = Q3 || Q4;
always @(posedge i_clk or negedge rst_n) begin
  if(rst_n == 0) 
    count5 <= 0;
  else begin  
    if(count5 == 5) 
	   count5 <= 0;
	 else begin
	   count5 <=  count5 + 1;
		end
	 end 
end 
  assign Q5 = (count5 < 3 && count5 > 0) ? 1 : 0;
always @(posedge i_clk or negedge rst_n) begin
  if(rst_n == 0) 
    count6 <= 0;
  else begin  
    if(count6 == 5) 
	   count6 <= 0;
	 else begin
	   count6 <=  count6 + 1;
		end
	 end 
end 
  assign Q6 = (count6 < 4 && count6 > 1) ? 1 : 0;
  assign Ndiv6 = Q5 || Q6;
always @(posedge i_clk or negedge rst_n) begin
  if(rst_n == 0) 
    count7 <= 0;
  else begin  
    if(count7 == 6) 
	   count7 <= 0;
	 else begin
	   count7 <=  count7 + 1;
		end
	 end 
end 
  assign Q7 = (count7 < 4 && count7 > 0) ? 1 : 0;
always @(negedge i_clk or negedge rst_n) begin
  if(rst_n == 0) 
    count8 <= 0;
  else begin  
    if(count8 == 6) 
	   count8 <= 0;
	 else begin
	   count8 <=  count8 + 1;
		end
	 end 
end 
  assign Q8 = (count8 < 4 && count8 > 0) ? 1 : 0;
  assign Ndiv7 = Q7 || Q8;
always @(posedge Ndiv4 or negedge rst_n) begin
  if(rst_n == 0) begin
	 Ndiv8 <= 0;
	 end
  else 
	 Ndiv8 <= ~Ndiv8;
end 
	reg [19:0] Count_div;
	reg Ndiv540k;
always @(posedge i_clk or negedge rst_n) begin
  if(!rst_n) begin
	 Count_div <=0;
	 Ndiv540k <= 0;
	 end
  else begin 
    if(Count_div == 540000) begin
		Count_div <= 0;
		Ndiv540k <= ~Ndiv540k;
		end 
	 else 
      Count_div <= Count_div + 1;
    end 
end 
always @(*) begin
  case(i_clk_control)
    4'b0000: o_mux = i_clk;
	 4'b0001: o_mux = Ndiv2;
	 4'b0010: o_mux = Ndiv3;
	 4'b0011: o_mux = Ndiv4;
	 4'b0100: o_mux = Ndiv5;
	 4'b0101: o_mux = Ndiv6;
	 4'b0110: o_mux = Ndiv7;
	 4'b0111: o_mux = Ndiv540k;
	 4'b1000: o_mux = event_timer;
	 default: o_mux = i_clk;
	 endcase
end 
 endmodule
 module edge_detector(
  input wire rst_n,
  input wire i_timer_event,
  output reg event_timer
);
always @(i_timer_event or rst_n) begin 
  if(rst_n == 0)
    event_timer = 0;
  else 
    event_timer = i_timer_event;  
end 
endmodule
</file>
==> run summary <==
flow finished, numbers: Max-Cap Viols=0, Largest type area fraction=0.434, Core ar.=just under 7000 um2, Synth Instances=between 300 and 400, Hold Path Class=in -> reg, DP HPWL=about 4.6 mm, CP top delay family=AND-OR/OR-AND gates, Rows=30, max-slew violations=0, worst setup margin=-20.5 ps, antenna viol nets, final=0, power density over cell area=479 nW/um2, worst path bufs/invs=2, Floorplan Utilization=0.521, Max Clock Freq=355 MHz, final hold violation count=0, Pre-antenna DRT Iters=6, area of the mapped netlist=about 3600 um2, DP Area=between 3000 and 4000 um2, Detailed Route WL=7.03 mm, setup TNS=-20.5 ps, Final GP Congestion=between 0.8 and 0.9, Cell Type Count=51, layout cells sized above 1=0.192, Worst setup EP type=primary output, Tot GR Track Use=0.214, Die Ht=approximately 87 um, via count=2586, syn_area_per_cell=between 10 and 15 um2, Clk pin slew, worst setup/hold paths=~80 ps, Ys Warns=4, CP dominant cell by count=a21o_1, Log Warnings=31, CP Cell Sequence=buf_6 -> ha_4 -> nand2b_4 -> a21o_1 -> a21o_1 -> a21oi_2 -> o21ai_1 -> buf_2, leak pwr=0.00202 uW, Worst EP required=around 2200 ps, Most used DFF post-synth=dfrtp_1, CP Max Fanout=3, Crit path largest cell delay=390 ps, Tcrit/Tclk final=1.01, clock skew=roughly 6.7 ps, max_slew headroom=0.614, critical path arrival=2260 ps, CTS tree=done, register pins left without a clock=1, final setup fails=1, clk latency of the worst-skew pair=roughly 730 ps, endpoints left unconstrained=1, pin count of the biggest net entering global routing=approximately 47, area leader, netlist=dfrtp_1, failing checks=setup timing, YS chip area=between 3000 and 4000 um2, vias in the first global route=2536, Tmin final=approximately 2800 ps, ANT cells=0, Util after Layout=0.640, Final Instance Area=between 4000 and 5000 um2, Worst R2R Start=counter_dut.count[0], first-pass GRT wire length=about 12 mm, WL/cell=between 10 and 15 um, Via density=between 5 and 6, count of boundary I/O pins=28, DRT iter0 DRCs=between 150 and 200, sequential-to-total area share from yosys stat=0.497, Worst setup startpoint=counter_dut.count[0], ys cells=roughly 350, FFs w/ async S/R, synth=1.00, RSZ-0062 raised after global routing=true, Area growth syn-to-layout=22.9%, worst slew pin tran=slightly below 600 ps, ys flops=~71, HP Start=i_data_in[6], maximum VDD drop=~0.31 mV, Die X=86.6 um, EDFF count, synth=0, aggregate global routing overflow=0, Chip Area=~7500 um2, Design Power=~2100 uW, Post-synth top cells=dfrtp_1, nor2_1, inv_1, status=complete, but fails checks, PortBufs=27, critical path startpoint category=register, top cells, area=dfrtp_1, dfrtn_1, ha_1, xnor2_1, mux2i_1, Critical Path Slowest Stage Cell=dfrtp_1, Synth top cell by count=dfrtp_1, Setup Crit Path Kind=reg -> out, DRC=0, initial antenna violation count=0
[final cells by class]
| type | count | area, um2 |
|---|---|---|
| clock inverters | 3 | 48.8 |
| repair buffers | 48 | 420 |
| fillers | 539 | 2470 |
| well taps | 96 | 120 |
| multi-input cells | 237 | 1720 |
| inverters | 27 | 104 |
| flip-flops and latches | 71 | 1780 |
| clock buffers | 15 | 206 |
[timing repair]
item                                   CTS  global route
setup buffers                            9             1
gates resized                           28            12
endpoints found under the hold margin   35             0
hold buffers                             1             0
pin swaps                                9             3
setup endpoints to repair                3             3
cloned                                   0             0
[metal layers]
metal  share of wire  vias to the layer above  GRT usage
li1                -                     1301          -
met1            0.50                     1236      0.340
met2            0.45                       39      0.322
met3           0.039                       10     0.0502
met4           0.015                        0     0.0424
met5               0                        -          0
[registers in the layout (all words and copies together) (netlist names), 8 cells and up]
| register | count |
|---|---|
| counter_dut.data_past | 8 |
| counter_dut.r_present_value | 8 |
| counter_dut.count | 8 |
| counter_dut.u_dut.Count_div | 20 |
[cells by family after synthesis]
family | Yosys count | share of synthesized area
simple gates | 114 | 0.157
flops | 71 | 0.497
compound gates | 56 | 0.105
buf+inv | 40 | 0.0524
xor+xnor | 34 | 0.0832
mux | 18 | 0.0528
fa+ha+maj | 15 | 0.0524
[stage by stage]
step | hold slack (ps) | setup WS (ps) | std cells
finish | 298 | -20.5 | 497
global route | 240 | -180 | 497
CTS | 274 | -90.6 | 496
detailed placement | 428 | 39.2 | 468
global placement | 420 | 47.2 | 468
floorplan | 264 | 898 | 348
[layout by cell type, fill, tap and decap left out, types with 4 or more instances in the layout]
cell | Yosys | routed
xor2_1 | 16 | 16
xnor2_1 | 18 | 18
inv_2 | 0 | 4
dfrtn_1 | 9 | 9
inv_1 | 27 | 22
nor4_1 | 6 | 4
clkbuf_8 | 1 | 15
nand4_1 | 8 | 8
nand3_1 | 14 | 14
ha_1 | 15 | 12
dfrtp_1 | 62 | 59
mux2i_1 | 14 | 14
o21ai_1 | 3 | 4
a22oi_1 | 7 | 6
buf_4 | 1 | 19
nor2_1 | 35 | 34
o21ai_0 | 10 | 8
a21o_1 | 5 | 5
clkdlybuf4s50_1 | 0 | 23
nand2_1 | 25 | 24
a21oi_1 | 11 | 9
[final timing paths]
kind	endpoint	slack (ps)	cells after the start
max reg2reg	counter_dut.count[7]	1020	8
max in group asynchronous	counter_dut.u_dut.count4[0]	480	3
min in group asynchronous	counter_dut.r_present_value[3]	490	3
min	counter_dut.r_present_value[6]	300	1
max	o_pwm	-20	8
min reg2reg	counter_dut.u_dut.count4[0]	420	1
[where the power goes]
part / switching, uW / internal, uW
registers: 41.6 / 829
logic: 190 / 205
clock network: 331 / 511
No activity file was given, so power comes from the tool's default toggle rates.
